==> config.mk <==
export PLATFORM = sky130hd
export DESIGN_NAME = timer1seg
export DESIGN_NICKNAME = timer1seg
export VERILOG_FILES = /design/flow/design.v
export SDC_FILE = /design/flow/constraint.sdc
export NUM_CORES = 4
export LEC_CHECK = 1
export CORE_AREA = 10 10 98 98
export DIE_AREA = 0 0 108 108
==> constraint.sdc <==
current_design timer1seg

set clk_period 4.8
set clk_io_pct 0.2

create_clock -name clk0 -period $clk_period [get_ports {clk}]

set non_clock_inputs [all_inputs -no_clocks]
set_input_delay [expr $clk_period * $clk_io_pct] -clock clk0 $non_clock_inputs
set_output_delay [expr $clk_period * $clk_io_pct] -clock clk0 [all_outputs]
==> design.v <==
module timer1seg(clk,clk_out);
    input clk;
    output reg clk_out;
    integer counter = 0;
always @(posedge clk) begin
    counter = counter + 1;
    case (counter)
        10 : clk_out = 1;
        default: clk_out = 0;
    endcase
    if(counter == 10)
        counter = 0;
end
endmodule
==> run.sh <==
#!/bin/bash
# OpenROAD 26Q1-2900-gdf79404cd8, Yosys 0.63+post, stock flow scripts
make -C /OpenROAD-flow-scripts/flow DESIGN_CONFIG=/design/flow/config.mk WORK_HOME=/design/flow/orfs finish
==> flow_summary.ini <==
; flow metrics
[outcome]
status = finished clean

[synthesis]
ys_sh_mux_pct = 1.73
syn_inst = 211
ys_area_sq_um = 1810
ys_sh_simple_pct = 34.5
ys_cells = 211
ys_sh_adder_pct = 1.39
avgSynthCellArea_sq_um = 8.56
ff_type = dfxtp_1
yosysTopAreaCellShare_pct = 36.6
topCellsByArea = dfxtp_1 37%, xnor2_1 8.2%, xor2_1 6.3%
numSynthFlops = 33
topCombFamilyByArea = simple AND/OR/NAND/NOR gates
ys_sh_xor_pct = 14.5
yosys.area_share.aoi_pct = 6.65
yosys_warnings = 1
synth_area_sq_um = 1810
ys_seq_share_pct = 36.6
edf_count = 0
async_reset_ff_share_pct = 0
synth_cell_types = 48
yosysTopAreaCell = dfxtp_1

[grt]
grt_usage_pct = 6.67
grt_max_degree = 13
grt_pass1_vias = 1356
grt_pass1_wl_um = 6560
overflow = 0
antenna_found_initial = 0

[worst_hold_path]
hold_depth = 1
hold_end = counter[23]$_SDFF_PN0_
hp-class = reg2reg
worstHoldStart = counter[23]$_SDFF_PN0_

[detailed_routing]
first_pass_iters = 4
dr.max_layer_used = met4
wirelength_met1_um = 1850
antenna_left = 0
drc = 0
wirelength_um = 3560
met2_length_um = 1500
wl_per_cell_um = 11.3
vias = 1441
first_iter_violations = 89
diodes = 0
via_per_inst = 4.59
wl_met3_um = 203

[die]
pin_count = 2
die_w_um = 108
die-area_sq_um = 11700
num_rows = 32
die_height_um = 108
coreArea_sq_um = 7650
fp_util_pct = 23.6

[placement]
placedCellCount = 306
place.gp.congestion = 0.871
dp_hpwl_um = 2570
preCtsSetupSlack_ns = 1.96
place_area_sq_um = 1900
portBuffers = 1

[job]
cap_violations = 0
warnings = 26

[cells_and_area]
layout.cells.non_filler = 314
lay_top_cells = 33 x dfxtp_1, 18 x nand2_1, 17 x xnor2_1
area_growth_pct = 10.9
layout_top_cell = dfxtp_1
drive_gt1_share_pct = 10.8
final_area_sq_um = 2000

[critical_path]
rr_startpoint = counter[2]$_SDFF_PN0_
cp.arrival_ns = 3.08
crit_fanout = 12
worst-r2r-cell-count = 7
r2r_end = clk_out$_DFF_P_
path_class = reg2reg
worstPathRequired_ns = 5.03
worst_setup_path_end_kind = flop
start_kind = flop
rrSetupSlack_ns = 1.95

[clock_network]
postCtsHoldBufs = 0
cts.sinks = 33
cts_inserted_buffers = 5
clock.latency.late_pin_ns = 0.28
ctsLongestPathBuffers = 2
cts_max_level = 2
clkTransAtPathRegs_ns = 0.07
cts_tree = yes
cts_resized = 0
post_cts_buffers = 0
cts_root_buffer = clkbuf_8

[timing]
worst_pin_slew_ns = 0.560
setup_ws_ns = 1.95
min_period_over_period_pct = 59.4
finClkSkew_ns = 0.00445
drv_slew = 0
setup_viol = 0
final.min_clock_period_ns = 2.85
hold_violations = 0
tns_ns = 0
fmax_ghz = 0.351
relSlewSlack_pct = 62.5
grt_setup_unrepaired = false

[pwr]
peakVddDrop_uv = 132
p_total_uw = 506
p_per_area_nw_per_um2 = 253
leakagePower_uw = 0.000679
[through the flow]
| stage | hold WS (ns) | util (%) |
|---|---|---|
| final | 0.517 | 26.2 |
| after global routing | 0.538 | 26.2 |
| after CTS | 0.515 | 26.2 |
| after detailed placement | 0.497 | 24.9 |
| after global placement | 0.493 | 24.9 |
| after floorplan | 0.460 | - |
[state kept, by name, indices dropped and copies added (netlist names)]
register / count
clk_out: 1
counter: 32
[cell type report]
cell class,count,area (sq um)
repair buffers,1,10.0
clock inverters,1,5.00
flip-flops and latches,33,661
multi-input cells,159,1060
fillers,805,5640
inverters,11,41.3
well taps,102,128
clock buffers,7,96.3
[where the power goes]
part,leakage [uW],internal (uW),switching [uW]
logic,0.000359,0,0
registers,0.000266,274,0
clock network,0.0000542,130,103
[worst max-delay path: stages (launching register included)]
cell and delay (ns):
dfxtp_1 0.45, and4_2 0.27, nand4_1 0.46, nor3_1 0.50, mux2_2 0.39, o22a_1 0.22
nor4_4 0.28, and4bb_1 0.22
[cells in the mapped netlist, types with 6 or more instances]
cell	instances
a21oi_1	7
dfxtp_1	33
inv_1	11
nand2_1	18
nand3_1	15
nand4_1	8
nor2_1	10
nor3_1	14
nor4_1	6
o21ai_0	6
xnor2_1	17
xor2_1	13
[worst max-delay path by stage]
stage,startpoint,to,depth (start not counted)
finish,counter[2]$_SDFF_PN0_,clk_out$_DFF_P_,7
global route,counter[2]$_SDFF_PN0_,clk_out$_DFF_P_,7
CTS,counter[2]$_SDFF_PN0_,clk_out$_DFF_P_,7
[cells by family (layout without fill, tap and decap cells)]
kind of cell | count (synthesis) | count (layout)
adders and majority gates | 2 | 2
muxes | 3 | 3
buffers and inverters | 19 | 20
DFF | 33 | 33
and+or+nand+nor | 104 | 104
AOI/OAI and AO/OA | 20 | 20
xor gates and xnor gates | 30 | 30
[per-layer routing]
metal	track usage, %	up-vias
li1	-	756
met1	10.8	650
met2	9.09	33
met3	1.57	2
met4	0.477	0
met5	0	-
Power is estimated from default activity; no workload was simulated.
