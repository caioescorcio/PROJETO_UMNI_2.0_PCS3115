File: /design/flow/run.sh
#!/bin/bash
# OpenROAD 26Q1-2900-gdf79404cd8, Yosys 0.63+post, stock flow scripts
make -C /OpenROAD-flow-scripts/flow DESIGN_CONFIG=/design/flow/config.mk WORK_HOME=/design/flow/orfs finish
File: /design/flow/config.mk
export PLATFORM = sky130hd
export DESIGN_NAME = decoderbindec
export DESIGN_NICKNAME = decoderbindec
export VERILOG_FILES = /design/flow/design.v
export SDC_FILE = /design/flow/constraint.sdc
export NUM_CORES = 4
export LEC_CHECK = 1
export CORE_AREA = 10 10 70 70
export DIE_AREA = 0 0 80 80
File: /design/flow/constraint.sdc
current_design decoderbindec

set clk_period 6.1
set clk_io_pct 0.2

create_clock -name clk0 -period $clk_period

set non_clock_inputs [all_inputs -no_clocks]
set_input_delay [expr $clk_period * $clk_io_pct] -clock clk0 $non_clock_inputs
set_output_delay [expr $clk_period * $clk_io_pct] -clock clk0 [all_outputs]
File: /design/flow/design.v
module decoderbindec(bin, display1, display2, display3);
    input [6:0] bin;
    output reg [6:0] display1, display2, display3;
    integer digito1;
    integer digito2;
    integer digito3;  
    parameter ZERO = 7'b1111110;
    parameter UM = 7'b0110000;
    parameter DOIS = 7'b1101101;
    parameter TRES = 7'b1111001;
    parameter QUATRO = 7'b0110011;
    parameter CINCO = 7'b1011011;
    parameter SEIS = 7'b0011111;
    parameter SETE = 7'b1110000;
    parameter OITO = 7'b1111111;
    parameter NOVE = 7'b1110011;
     always @(bin) begin
    digito1 = bin%10;
    digito2 = (bin/10)%10;
    digito3 = (bin/100)%10; 
           case (digito3)
            4'b0000: display3 = ZERO;
            4'b0001: display3 = UM;
            4'b0010: display3 = DOIS;
            4'b0011: display3 = TRES;
            4'b0100: display3 = QUATRO;
            4'b0101: display3 = CINCO;
            4'b0110: display3 = SEIS;
            4'b0111: display3 = SETE;
            4'b1000: display3 = OITO;
            4'b1001: display3 = NOVE;   
            default : display3 = ZERO;
           endcase
           case (digito2)
            4'b0000: display2 = ZERO;
            4'b0001: display2 = UM;
            4'b0010: display2 = DOIS;
            4'b0011: display2 = TRES;
            4'b0100: display2 = QUATRO;
            4'b0101: display2 = CINCO;
            4'b0110: display2 = SEIS;
            4'b0111: display2 = SETE;
            4'b1000: display2 = OITO;
            4'b1001: display2 = NOVE;   
            default : display2 = ZERO;
           endcase
           case (digito1)
            4'b0000: display1 = ZERO;
            4'b0001: display1 = UM;
            4'b0010: display1 = DOIS;
            4'b0011: display1 = TRES;
            4'b0100: display1 = QUATRO;
            4'b0101: display1 = CINCO;
            4'b0110: display1 = SEIS;
            4'b0111: display1 = SETE;
            4'b1000: display1 = OITO;
            4'b1001: display1 = NOVE;   
            default : display1 = ZERO;
           endcase
    end     
endmodule
==> metrics.csv <==
stage;metric;value;unit
outcome;outcome;completed;
synth;number of standard cells reported by yosys;188;
synth;Cells after Synth;188;
global_route;antenna violations before repair;0;
flow_run;max-cap viol count;0;
synth;synth cell count leaders;sky130_fd_sc_hd__ha_1 (16), sky130_fd_sc_hd__nor2_1 (16), sky130_fd_sc_hd__a21oi_1 (12), sky130_fd_sc_hd__inv_1 (12);
routing;drt initial violations;115;
die;standard-cell row count;21;
die;initial core utilization;0.3916;
synth;netlist area before placement;1338;um^2
flow_run;warning total across the stage logs;43;
routing;WL met2;1.777;mm
die;total core area;3416;um^2
finish;number of clock buffers in the layout;0;
routing;routed wire length on met3;29;um
routing;Metal-1 WL;1.836;mm
die;number of primary I/O pins;28;
routing;routed vias;1516;
pwr;leakage power total;0.9011;nW
finish;final core occ;0.5897;
routing;Highest Signal Layer;met3;
routing;ANT nets after route;0;
synth;Largest type area fraction;0.1497;
placed_design;detailed placer's ending HPWL;2.758;mm
global_route;global routing usage summed across all routing layers;0.1005;
final_timing;crit share post-route;0.9522;
finish;Layout Area Growth over Synthesis;50.61;%
global_route;number of global-route vias before repair;1304;
finish;sequential cell count;0;
final_timing;setup repair after global routing missed its margin;no;
pwr;clock share of power;0;
final_timing;Period minus WS final;5808;ps
pwr;peak supply drop;0.07202;mV
final_timing;relative max-transition margin;0.5567;
synth;post-synthesis average cell area;7.115;um^2
placed_design;placed insts;275;
die;die height;80;um
final_timing;total setup violations reported at the end of the flow;0;
worst_setup_path;worst path arrival time;4590;ps
synth;synthesized chip area reported by yosys;1338;um^2
synth;Netlist cell types;59;
worst_setup_path;Critical Path Source Type;input pin;
final_timing;slew at the pin closest to its max-slew limit;656.6;ps
die;x dimension of the die;80;um
global_route;first-pass GRT wire length;5.671;mm
worst_setup_path;nature of the critical path endpoint;output port;
routing;vias per cell;5.357;
pwr;share of total power in sequential cells;0;
global_route;gr ovfl total;0;
routing;remaining routing DRC violations;0;
pwr;PD cells;133.9;nW/um^2
final_timing;total count of max-transition violations in the final report;0;
finish;Post-Layout Cell Count;283;
pwr;internal power summed over all cells;0.1468;mW
die;die outline area;6400;um^2
finish;Seq. cell area;0;um^2
synth;Cell area leaders;sky130_fd_sc_hd__ha_1 (15%), sky130_fd_sc_hd__buf_4 (5.1%), sky130_fd_sc_hd__a21oi_1 (4.5%);
pwr;combinational power share;1.000;
routing;detailed-router iteration count before antenna repair;4;
placed_design;I/O Buffers;25;
worst_setup_path;WP data required;4880;ps
final_timing;count of final hold-check violations;0;
global_route;maximum number of pins on one net before global-route repair;24;
pwr;net switching fraction of the power;0.4556;
synth;sequential fraction of the synthesis area;0;
finish;share of layout cells above drive strength 1;0.3544;
routing;antenna diode instance count;0;
pwr;total net switching power;0.1229;mW
routing;WL final;3.643;mm
worst_setup_path;critical path fanouts, max;7;
synth;Warnings, synthesis;1;
final_timing;Fmax achieved;172.2;MHz
worst_setup_path;type of the worst setup path;in2out;
placed_design;placer's final routability congestion estimate;0.8704;
synth;cell type with the largest total area after synthesis;sky130_fd_sc_hd__ha_1;
worst_hold_path;kind of path behind the tightest hold check;in2out;
routing;wire per inst;12.87;um
layer usage:
metal	global-route usage	up-vias
li1	-	783
met1	0.1386	720
met3	0.003409	0
met4	0.001761	0
met5	0	-
met2	0.1774	13
logic make-up after synthesis:
group,count (synthesis),synth area share
AOI/OAI and AO/OA,56,0.3040
other,2,0.005615
adders and majority gates,17,0.1572
muxes,6,0.05145
and+or+nand+nor,76,0.3256
buffers and inverters,27,0.1300
xor gates and xnor gates,4,0.02619
per-stage QoR:
step / setup TNS, ps / setup slack (ps) / hold WS (ps) / power [mW] / instance area [um^2]
CTS: -123.4 / -81.17 / 3573 / 0.2360 / 1789
global route: 0 / 62.69 / 3351 / 0.2966 / 2014
global placement: -533.1 / -140.1 / 3556 / 0.2244 / 1745
detailed placement: -693.0 / -169.3 / 3564 / 0.2276 / 1745
finish: 0 / 291.7 / 3276 / 0.2697 / 2014
floorplan: 0 / 555.2 / 2564 / 0.1376 / 1341
cell type report:
cell class	instances	area, um^2
inverters	12	45.04
well taps	46	57.56
repair buffers	63	554.3
multi-input cells	162	1358
fillers	284	1401
power groups by stage:
| stage | logic [mW] | clock network (mW) | registers (mW) |
|---|---|---|---|
| after CTS | 0.236 | 0 | 0 |
| after global routing | 0.297 | 0 | 0 |
| final | 0.270 | 0 | 0 |
worst max-delay path, stage by stage:
cell	delay, ps
sky130_fd_sc_hd__clkdlybuf4s50_1	460
sky130_fd_sc_hd__ha_4	300
sky130_fd_sc_hd__and2b_4	210
sky130_fd_sc_hd__a32o_2	280
sky130_fd_sc_hd__a2bb2oi_4	180
sky130_fd_sc_hd__o2111ai_2	150
sky130_fd_sc_hd__mux2i_2	190
sky130_fd_sc_hd__nor3b_4	310
sky130_fd_sc_hd__xnor2_2	110
sky130_fd_sc_hd__buf_4	140
sky130_fd_sc_hd__ha_2	180
sky130_fd_sc_hd__or4_4	500
sky130_fd_sc_hd__a22oi_2	150
sky130_fd_sc_hd__o21ai_1	60
sky130_fd_sc_hd__dlymetal6s2s_1	130
layout by cell type, fill, tap and decap left out, types with 3 or more instances in the layout:
cell type	instances
sky130_fd_sc_hd__a21oi_1	8
sky130_fd_sc_hd__a21oi_2	4
sky130_fd_sc_hd__and3_1	5
sky130_fd_sc_hd__buf_4	36
sky130_fd_sc_hd__clkdlybuf4s50_1	18
sky130_fd_sc_hd__conb_1	3
sky130_fd_sc_hd__dlymetal6s2s_1	7
sky130_fd_sc_hd__ha_1	12
sky130_fd_sc_hd__inv_1	12
sky130_fd_sc_hd__mux2i_1	4
sky130_fd_sc_hd__nand2_1	9
sky130_fd_sc_hd__nand2_2	3
sky130_fd_sc_hd__nand2b_1	6
sky130_fd_sc_hd__nand3_1	6
sky130_fd_sc_hd__nor2_1	15
sky130_fd_sc_hd__nor2b_1	5
sky130_fd_sc_hd__nor3_1	4
sky130_fd_sc_hd__nor3b_1	3
sky130_fd_sc_hd__o21a_1	3
sky130_fd_sc_hd__o21ai_0	5
sky130_fd_sc_hd__o21ai_1	6
sky130_fd_sc_hd__o21bai_1	3
sky130_fd_sc_hd__o221ai_2	3
final timing paths:
kind / cells past startpoint / start / slack, ps / to
max: 15 / bin[6] / 290 / display1[2]
min: 7 / bin[5] / 3280 / display2[2]
what timing repair did:
item	4_1_cts	5_1_grt
cloned	0	1
setup buffers	1	6
setup endpoints to repair	10	14
resized	10	41
hold buffers	0	0
pin swaps	3	17
Power and IR drop assume default switching activity.
