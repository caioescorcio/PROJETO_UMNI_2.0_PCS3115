===== config.mk =====
export PLATFORM = sky130hd
export DESIGN_NAME = timer4seg
export DESIGN_NICKNAME = timer4seg
export VERILOG_FILES = /design/flow/design.v
export SDC_FILE = /design/flow/constraint.sdc
export NUM_CORES = 4
export LEC_CHECK = 1
export CORE_AREA = 10 10 98 98
export DIE_AREA = 0 0 108 108

===== constraint.sdc =====
current_design timer4seg

set clk_period 5.8
set clk_io_pct 0.2

create_clock -name clk0 -period $clk_period [get_ports {clk}]

set non_clock_inputs [all_inputs -no_clocks]
set_input_delay [expr $clk_period * $clk_io_pct] -clock clk0 $non_clock_inputs
set_output_delay [expr $clk_period * $clk_io_pct] -clock clk0 [all_outputs]

===== design.v =====
module timer4seg(clk,clk_out);
    input clk;
    output reg clk_out;
    integer counter = 0;
always @(posedge clk) begin
    counter = counter + 1;
    case (counter)
        40 : clk_out = 1;
        default: clk_out = 0;
    endcase
    if(counter == 40)
        counter = 0;
end
endmodule

===== run.sh =====
#!/bin/bash
# OpenROAD 26Q1-2900-gdf79404cd8, Yosys 0.63+post, stock flow scripts
make -C /OpenROAD-flow-scripts/flow DESIGN_CONFIG=/design/flow/config.mk WORK_HOME=/design/flow/orfs finish

==> impl_metrics.toml <==
# generated from flow reports
[outcome]
status = "finished, final reports clean"

[setup_path]
crit_fanout = 6
crit_type = "reg2reg"
crit_required_ns = 5.96
worstPathArrival_ns = 3.14
endpoint_kind = "register"
worstSetupStartpointType = "register"
r2r_start = "counter[0]"
crit_start = "counter[0]"

[final_timing]
hold_viol = 0
skew_ns = 0.00387
timing.fmax_mhz = 336
finalMaxSlewViolations = 0
rsz0062_at_grt = "false"
slew_headroom = 0.509
fin_crit_sh = 0.513
worst_pin_slew_ns = 0.729
fin_crit_ns = 2.97
setup-violations-final = 0
fin_setup_tns_ns = 0

[finish]
fillers = 809
finalNonFillerCells = 303
final_cell_area_um2 = 1930
drive_above_1_share = 0.0995
syn_to_final_growth_pct = 12.7
final_core_util = 0.253

[cts]
cts_buffer_depth = 2
hold_buffers = 0
cts.htree.levels = 2
clk_pin_slew_ns = 0.07
clk_latency_ns = 0.28
clock-root-buffer = "clkbuf_8"
numCtsBuffers = 5
cts_sinks = 33
cts_tree = "done"
cts_setup_buffers = 0
post_cts_resize_count = 0

[synthesis]
yosysTopAreaCell = "dfxtp_1"
yosysWarnings = 1
top_cell = "dfxtp_1"
synthesis.area_um2 = 1720
synth.area.top_cells = "dfxtp_1 39%, xnor2_1 7.7%, xor2_1 4.6%, nand4_1 4.0%, nor4_1 4.0%"
yosysCellCount = 195
ys_seq_frac = 0.385
synth_async_sr_flop_share = 0
syn_inst = 195
synth_top_flop_cell = "dfxtp_1"
yosysChipArea_um2 = 1720
syn_avg_cell_area_um2 = 8.80
ys.flops = 33
top_area_frac = 0.385
top_cells_by_count = "33 x dfxtp_1, 15 x xnor2_1, 14 x nand2_1"
synth.distinct_cells = 39
synth-edff-count = 0

[power]
p_per_area_nw_per_um2 = 207
total_leakage_power_uw = 0.000687
ir_drop_v = 0.000125

[placement]
dpl_cell_area_um2 = 1850
placed_cells = 296
gp_congestion = 0.819
dp_hpwl_mm = 2.42
io_buffers = 1

[route]
viasPerCell = 4.62
ant_nets = 0
wire_per_inst_um = 11.0
vias = 1401
wl_mm = 3.34
drc = 0
diodes = 0
drtIter0Drc = 70
first_pass_iters = 4

[floorplanning]
die.size.y_um = 108
die_width_um = 108
fp_util = 0.224
core.rowCount = 32
die_area_um2 = 11700
coreArea_um2 = 7650
io_pins = 2

[grt]
grt_use_total = 0.0596
grt_overflow_total = 0
grt_max_degree = 13
grt_antenna_before_repair = 0
grt_pass1_vias = 1220
grt_first_pass_wirelength_mm = 5.83

[hold_path]
hp-start = "counter[31]"
hold_path_class = "reg2reg"

[flow_run]
maxCapViolations = 0
warnings = 26
==> report_power, final <==
group	switching, µW	total [µW]	leakage [µW]	internal [µW]
Combinational	0	0.000377	0.000377	0
Clock	80.1	174	0.0000443	94.1
Sequential	0	227	0.000266	227
Total	80.1	401	0.000687	321
==> flip-flops by register name, summed over array words and instances, names as in the netlist <==
| name | flops |
|---|---|
| counter | 32 |
| clk_out | 1 |
==> path summary, 6_finish.rpt <==
| kind | endpoint | slack [ns] | cells after the start |
|---|---|---|---|
| worst max-delay path | counter[5] | 2.83 | 8 |
| worst min register to register | counter[31] | 0.47 | 1 |
| worst min-delay path | counter[31] | 0.47 | 1 |
| worst max register to register | counter[5] | 2.83 | 8 |
==> per-layer routing <==
layer  share of wire  GRT usage  vias up  wire length, µm
met5               0          0        -                0
met4           0.018     0.0105        0               59
met3           0.027     0.0181        6               90
met2            0.43     0.0862       11             1440
met1            0.52     0.0866      647             1750
li1                -          -      737                -
==> logic make-up after synthesis <==
family / Yosys count / share of synthesized area
AOI/OAI and AO/OA: 19 / 0.0759
xor gates and xnor gates: 24 / 0.123
adders and majority gates: 2 / 0.0146
buffers and inverters: 12 / 0.0277
DFF: 33 / 0.385
muxes: 2 / 0.0124
and+or+nand+nor: 103 / 0.362
==> cell usage in the layout, fill, tap and decap left out, drive strengths merged, types with 5 or more instances in the layout <==
| cell type | n |
|---|---|
| dfxtp | 33 |
| xnor2 | 15 |
| nand2 | 14 |
| nor4 | 13 |
| nor3 | 11 |
| nand4 | 11 |
| nand3 | 11 |
| nor2 | 10 |
| inv | 9 |
| xor2 | 9 |
| and3 | 7 |
| clkbuf | 7 |
| or2 | 6 |
| and4 | 5 |
| a21oi | 5 |
==> final cells by class <==
cell class | count | area (µm²) | area share
inverters | 9 | 33.8 | 0.0175
multi-input cells | 150 | 1010 | 0.521
flip-flops and latches | 33 | 661 | 0.342
repair buffers | 2 | 17.5 | 0.00906
clock buffers | 7 | 86.3 | 0.0447
well taps | 102 | 128 | 0.0660
==> critical path, cell delays in order (launching register included) <==
cell and delay [ns]:
dfxtp_1 0.39, ha_1 0.28, nand4_1 0.27, or3_1 0.52, or4_1 0.50, mux2_2 0.25, o22ai_1 0.14, nor4_4 0.42
nor2_1 0.08
==> per-stage QoR <==
stage	power [µW]	worst slack (ns)	hold slack [ns]
2_1_floorplan	232	3.18	0.425
3_3_place_gp	232	2.86	0.461
3_5_place_dp	232	2.84	0.465
4_1_cts	405	2.82	0.477
5_1_grt	418	2.60	0.506
6_report	401	2.83	0.471
Power is estimated from default activity; no workload was simulated.
